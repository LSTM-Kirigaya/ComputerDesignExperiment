**flow/run.sh**
```bash
#!/bin/bash
# OpenROAD 26Q1-2900-gdf79404cd8, Yosys 0.63+post, stock flow scripts
make -C /OpenROAD-flow-scripts/flow DESIGN_CONFIG=/design/flow/config.mk WORK_HOME=/design/flow/orfs finish
```
**flow/config.mk**
```make
export PLATFORM = sky130hd
export DESIGN_NAME = MEM_WB
export DESIGN_NICKNAME = MEM_WB
export VERILOG_FILES = /design/flow/design.v
export SDC_FILE = /design/flow/constraint.sdc
export NUM_CORES = 4
export LEC_CHECK = 1
export CORE_AREA = 10 10 122 122
export DIE_AREA = 0 0 132 132
```
**flow/constraint.sdc**
```tcl
current_design MEM_WB

set clk_period 1.0
set clk_io_pct 0.2

create_clock -name clk0 -period $clk_period [get_ports {clock}]

set non_clock_inputs [all_inputs -no_clocks]
set_input_delay [expr $clk_period * $clk_io_pct] -clock clk0 $non_clock_inputs
set_output_delay [expr $clk_period * $clk_io_pct] -clock clk0 [all_outputs]
```
**flow/design.v**
```verilog
module MEM_WB (
    clock, 
    reset,
    RegWrite, 
    MemtoReg,
    PctoReg,
    EX_MEM_pc_add_out,
    dm_out, 
    EX_MEM_alu_out, 
    EX_MEM_mux1_out, 
    MEM_WB_RegWrite,
    MEM_WB_MemtoReg,
    MEM_WB_PctoReg,
    MEM_WB_pc_add_out,
    MEM_WB_dm_out,
    MEM_WB_alu_out,
    MEM_WB_mux1_out
    );
    input               clock;
    input               reset;
    input               RegWrite;
    input               MemtoReg;
    input               PctoReg;
    input      [31: 0]  EX_MEM_pc_add_out;
    input      [31: 0]  dm_out;
    input      [31: 0]  EX_MEM_alu_out;
    input      [ 4: 0]  EX_MEM_mux1_out;
    output reg          MEM_WB_RegWrite;
    output reg          MEM_WB_MemtoReg;
    output reg          MEM_WB_PctoReg;
    output reg [31: 0]  MEM_WB_pc_add_out;
    output reg [31: 0]  MEM_WB_dm_out;
    output reg [31: 0]  MEM_WB_alu_out;
    output reg [ 4: 0]  MEM_WB_mux1_out;
    always @(posedge clock) 
    begin
        MEM_WB_RegWrite      <=  RegWrite;
        MEM_WB_MemtoReg      <=  MemtoReg;
        MEM_WB_PctoReg       <=  PctoReg;
        MEM_WB_pc_add_out    <=  EX_MEM_pc_add_out;
        MEM_WB_dm_out        <=  dm_out;
        MEM_WB_alu_out       <=  EX_MEM_alu_out;
        MEM_WB_mux1_out      <=  EX_MEM_mux1_out;
    end
endmodule  
```
==> impl_metrics.csv <==
group,metric,value,unit
detailed_routing,topRoutingLayerUsed,"met4",
cts,cts_setup_buffers,0,
detailed_routing,drt-met1-wl,2.42,mm
die,io_pins,210,
sta,setup_ws,0.0380,ns
placement,place_congestion,0.749,
detailed_routing,wl_met2,3.31,mm
cts,clk_pin_slew,0.06,ns
detailed_routing,wire_per_inst,13.9,microns
setup_path,crit_family,"flip-flops",
synth,syn_inst,104,
sta,hold_viol,0,
setup_path,slowest_stage,"dfxtp_2",
synth,ys_seq_share,100,%
cts,root_buffer,"clkbuf_16",
cts,cts_tree,"built",
synth,avgSynthCellArea,20.0,sq um
detailed_routing,drc,0,
global_routing,grt_pass1_vias,1693,
sta,finalSetupViolCount,0,
sta,max_freq,1040,MHz
setup_path,cp-end-kind,"output port",
setup_path,critPathMaxStageDelay,0.31,ns
synth,synth_warnings,1,
placement,hpwl,5.80,mm
cts,holdBufCountCts,0,
detailed_routing,vias,1532,
cts,cts_resized,332,
finish,fin_util,34.0,%
finish,areaGrowthSynthToFinish,98.6,%
detailed_routing,drt_iter0_drc,15,
global_routing,grt_first_pass_wirelength,10.3,mm
detailed_routing,drtPass1Iterations,2,
setup_path,cp_max_fo,1,
die,fp_util,17.1,%
setup_path,crit_path_start_kind,"flip-flop",
setup_path,critPathKind,"flip-flop to output port",
sta,slew_violations,0,
global_routing,grt_start_max_net_pins,16,
cts,numCtsBuffers,9,
finish,drive_above_1_share,39.0,%
outcome,status,"finished, final reports clean",
detailed_routing,wl_met3,1.04,mm
synth,ys_area,2080,sq um
sta,maxSlewHeadroom,92.7,%
finish,fin_cells,494,
global_routing,antenna_found_initial,0,
cts,h-tree-depth,3,
placement,post-place-cells,480,
placement,portBuffers,208,
global_routing,track_usage,7.76,%
setup_path,cp_data_required_time,0.80,ns
die,coreArea,12200,sq um
synth,ys_cells,104,
sta,tightest_slew,0.109,ns
setup_path,cp_data_arrival_time,0.76,ns
detailed_routing,vias_per_cell,3.10,
sta,min_period,0.962,ns
job,warning_count,27,
finish,mi_logic_area,0,sq um
synth,synth_cell_types,1,
cts,cts_max_path_buffers,2,
finish,comb_cells,0,
pwr,peakVddDrop,1.36,mV
pwr,power_density,1950,nW/um^2
placement,place_ws,0.00209,ns
setup_path,crit_chain,"buf_2",
detailed_routing,antenna_cells,0,
die,rows,40,
synth,ys_ff,104,
min_path,hold_class,"input pin to flip-flop",
sta,rsz0062_at_grt,"yes",
setup_path,worst-path-buf-inv,1,
placement,placed_area,4370,sq um
synth,synthesis.area,2080,sq um
detailed_routing,totalWireLength,6.87,mm
die,die_w,132,microns
finish,design_area,4140,sq um
job,cap_violations,0,
cts,cts.sinks,104,
die,die_h,132,microns
detailed_routing,ant_nets,0,
sta,fin_crit_sh,96.2,%
pwr,leakage,0.00182,uW
global_routing,grt-ovfl-total,0,
die,chipArea,17400,sq um
layer usage:
layer  track usage [%]  vias to the layer above
li1                  -                      755
met1              7.75                      654
met2              12.7                      118
met3              6.08                        5
met4              1.24                        0
met5                 0                        -
sequential cells by signal, summed over array words and instances, names as in the netlist:
| register | cells |
|---|---|
| MEM_WB_MemtoReg | 1 |
| MEM_WB_dm_out | 32 |
| MEM_WB_mux1_out | 5 |
| MEM_WB_RegWrite | 1 |
| MEM_WB_PctoReg | 1 |
| MEM_WB_alu_out | 32 |
| MEM_WB_pc_add_out | 32 |
placed cells by master, fill, tap and decap left out:
master             n
clkbuf_8           1
buf_2            103
buf_6              1
clkinv_2           1
dfxtp_1           94
clkbuf_16          9
dfxtp_2           10
clkbuf_1           1
clkinvlp_4         2
clkdlybuf4s50_1  104
area by class of cell:
type | count | area, sq um
Fill cell | 1238 | 8030
Clock buffer | 11 | 243
Timing Repair Buffer | 208 | 1570
Tap cell | 168 | 210
Clock inverter | 3 | 20.0
Sequential cell | 104 | 2090
logic make-up after synthesis:
| logic type | Yosys count | synth area share, % |
|---|---|---|
| DFF | 104 | 100 |
power breakdown:
part	switching [uW]	total [uW]	internal (uW)
combinational	93.5	579	486
sequential	43.6	4410	4370
clock	1360	3080	1720
synthesized netlist by cell type:
cell type / number / area share (%)
dfxtp_1: 104 / 100
path summary, 6_finish.rpt:
path,cells after the start,slack [ns],startpoint,endpoint
min,1,0.29,EX_MEM_alu_out[30],MEM_WB_alu_out[30]
max,1,0.04,MEM_WB_alu_out[6],MEM_WB_alu_out[6]
stage by stage:
step	TNS [ns]	power [uW]	hold slack, ns
finish	0	8070	0.294
global route	-0.0554	8490	0.265
CTS	0	8230	0.270
detailed placement	0	5310	0.652
global placement	0	5310	0.649
floorplan	0	4450	0.228
Power is estimated from default activity; no workload was simulated.
