===== design/flow/constraint.sdc =====
current_design EX_MEM

set clk_period 1.0
set clk_io_pct 0.2

create_clock -name clk0 -period $clk_period [get_ports {clock}]

set non_clock_inputs [all_inputs -no_clocks]
set_input_delay [expr $clk_period * $clk_io_pct] -clock clk0 $non_clock_inputs
set_output_delay [expr $clk_period * $clk_io_pct] -clock clk0 [all_outputs]

===== design/flow/config.mk =====
export PLATFORM = sky130hd
export DESIGN_NAME = EX_MEM
export DESIGN_NICKNAME = EX_MEM
export VERILOG_FILES = /design/flow/design.v
export SDC_FILE = /design/flow/constraint.sdc
export NUM_CORES = 4
export LEC_CHECK = 1
export CORE_AREA = 10 10 167 167
export DIE_AREA = 0 0 177 177

===== design/flow/design.v =====
module EX_MEM (
    clock, 
    reset,
    LS_bit,
    Branch, 
    MemtoReg, 
    MemWrite, 
    RegWrite, 
    Jump,
    Ext_op,
    PctoReg,
    JR,
    branch_add_out, 
    zero, 
    ID_EX_pc_add_out,
    ID_EX_instr26,
    alu_out, 
    ID_EX_regfile_out1,
    ID_EX_regfile_out2, 
    mux1_out,
    EX_MEM_LS_bit,
    EX_MEM_Branch,
    EX_MEM_MemtoReg,
    EX_MEM_MemWrite,
    EX_MEM_RegWrite,
    EX_MEM_Jump,
    EX_MEM_Ext_op,
    EX_MEM_PctoReg,
    EX_MEM_JR,
    EX_MEM_branch_add_out,
    EX_MEM_zero,
    EX_MEM_pc_add_out,
    EX_MEM_instr26,
    EX_MEM_alu_out,
    EX_MEM_regfile_out1,
    EX_MEM_regfile_out2,
    EX_MEM_mux1_out
    );
    input          clock;
    input          reset;
    input       [ 1: 0] LS_bit;
    input       [ 1: 0] Branch;
    input               MemtoReg;
    input               MemWrite;
    input               RegWrite;
    input               Jump;
    input               Ext_op;
    input               PctoReg;
    input               JR;
    input       [31: 0] branch_add_out;
    input               zero;
    input       [31: 0] ID_EX_pc_add_out;
    input       [25: 0] ID_EX_instr26;
    input       [31: 0] alu_out;
    input       [31: 0] ID_EX_regfile_out1;
    input       [31: 0] ID_EX_regfile_out2;
    input       [ 4: 0] mux1_out;
    output reg  [ 1: 0] EX_MEM_LS_bit;        
    output reg  [ 1: 0] EX_MEM_Branch;        
    output reg          EX_MEM_MemtoReg;      
    output reg          EX_MEM_MemWrite;      
    output reg          EX_MEM_RegWrite;      
    output reg          EX_MEM_Jump;
    output reg          EX_MEM_Ext_op;        
    output reg          EX_MEM_PctoReg;    
    output reg          EX_MEM_JR;   
    output reg  [31: 0] EX_MEM_branch_add_out;
    output reg          EX_MEM_zero;
    output reg  [31: 0] EX_MEM_pc_add_out;
    output reg  [25: 0] EX_MEM_instr26;
    output reg  [31: 0] EX_MEM_alu_out;
    output reg  [31: 0] EX_MEM_regfile_out1;
    output reg  [31: 0] EX_MEM_regfile_out2;
    output reg  [ 4: 0] EX_MEM_mux1_out;
    always @(posedge clock) 
    begin
        EX_MEM_LS_bit           <=  LS_bit;
        EX_MEM_Branch           <=  Branch;
        EX_MEM_MemtoReg         <=  MemtoReg;
        EX_MEM_MemWrite         <=  MemWrite;
        EX_MEM_RegWrite         <=  RegWrite;
        EX_MEM_Jump             <=  Jump;
        EX_MEM_Ext_op           <=  Ext_op;
        EX_MEM_PctoReg          <=  PctoReg;
        EX_MEM_JR               <=  JR;
        EX_MEM_branch_add_out   <=  branch_add_out;
        EX_MEM_zero             <=  zero;
        EX_MEM_pc_add_out       <=  ID_EX_pc_add_out;
        EX_MEM_instr26          <=  ID_EX_instr26;
        EX_MEM_alu_out          <=  alu_out;
        EX_MEM_regfile_out1     <=  ID_EX_regfile_out1;
        EX_MEM_regfile_out2     <=  ID_EX_regfile_out2;
        EX_MEM_mux1_out         <=  mux1_out;
    end
endmodule  

===== design/flow/run.sh =====
#!/bin/bash
# OpenROAD 26Q1-2900-gdf79404cd8, Yosys 0.63+post, stock flow scripts
make -C /OpenROAD-flow-scripts/flow DESIGN_CONFIG=/design/flow/config.mk WORK_HOME=/design/flow/orfs finish

==> results.txt <==
Power Density = 2140 mW/mm^2
Clock tree from TritonCTS = done
Routed wire length = 17000 um
Violated checks = negative setup slack
Total iterations of the first detailed-routing run = 4
RSZ-0062 raised after global routing = yes
Max-Cap Viols = 0
YS chip area = 0.00406 sq mm
Arr. time, crit path = 930 ps
Slew HR = 0.906
Register share after synthesis = 1.00
Number of vias per cell = 3.17
Yosys cell count = 203
Min Tclk post-route = 1130 ps
CTS Buf Count = 22
Chip area = 0.0313 sq mm
Final setup fails = 203
Clk root buf = clkbuf_16
Total chip power = 17.9 mW
Die Ht = 177 um
Largest net degree at the start of global routing = 14
Crit path DRT = 800 ps
FA/HA/MAJ Cells, Area Fraction = 0
Period Utilization, post-route = 1.13
Critical-path cell list = buf_2
DP HPWL = 14100 um
Via Count = 3082
Die width = 177 um
Drt initial violations = 76
Logic area = 0 sq um
Clock Path Buffers = 3
Log Warnings = 31
First-pass GRT wire length = 23300 um
Max Clk Rate = 888 MHz
Buf+Inv Stages, Crit Path = 1
Worst-Margin Slew = 141 ps
Hold-fix buffers, CTS = 0
Post-DR wirelength/cell = 17.4 um
Area after DPL = 0.00853 sq mm
Fin worst setup slack = -126 ps
Setup tns final = -19580 ps
Crit path depth = 1
# DRC = 0
Worst Setup End Kind = output pin
Reg clk slew, reported paths = 60 ps
Port Buf Inserts = 406
Clock H-tree levels = 1
Fin. max-slew vios = 0
Peak supply drop = 0.00169 V
Post-cts sizing count = 690
Synth Register Bits = 203
Site Rows = 57
Gr ovfl total = 0
Critical path's slowest cell = dfxtp_2
Final core utilization = 0.344
Mux frac, synth = 0
Crit Path Category = flip-flop to output pin
Mean Syn Cell Area = 20.0 sq um
Worst setup SP type = flip-flop
Initial antenna violation count = 1
TritonCTS Sinks = 203
Xor/xnor share = 0
Hold path depth = 1
GPL Wtd Cong = 0.817
Layout cells sized above 1 = 0.427
Count of cell types in the netlist = 1
Crit path largest cell delay = 320 ps
Mapped cell area = 0.00406 sq mm
Vias in the first global route = 3322
Design area = 0.00837 sq mm
AND-OR/OR-AND Cells, Area Fraction = 0
Final Hold Viols = 0
P_leak = 3.69 nW
Min-Delay Path Class = primary input to flip-flop
Outcome = finished, violations left
Init Core Util = 0.167
Post-CTS setup buffer count = 0
Comb gates = 0
Io pins = 408
Core ar. = 0.0243 sq mm
Worst Path Max Fanout = 1
CP delay by family, top = flip-flops
Global-route usage over all layers = 0.102
Synth warn = 1
Final antenna-violating net count = 0
Simple-Gate Area Share = 0
Cells after synthesis = 203
Area added between synthesis and finish = 106%
-- synthesized netlist by cell type --
cell / count / area [sq um]
dfxtp_1: 203 / 4060
-- per-layer routing --
layer	vias to the layer above	routed length (um)	part of all wire	GRT usage
li1	1490	-	-	-
met1	1347	5810	0.34	0.109
met2	222	8130	0.48	0.165
met3	23	2500	0.15	0.0633
met4	0	502	0.030	0.0277
met5	-	0	0	0
-- logic make-up after synthesis --
kind of cell and after synthesis:
flops 203
-- flip-flops by register name (all words and copies together) (netlist names) --
register	count
EX_MEM_branch_add_out	32
EX_MEM_zero	1
EX_MEM_LS_bit	2
EX_MEM_PctoReg	1
EX_MEM_Jump	1
EX_MEM_Ext_op	1
EX_MEM_regfile_out1	32
EX_MEM_RegWrite	1
EX_MEM_alu_out	32
EX_MEM_MemtoReg	1
EX_MEM_regfile_out2	32
EX_MEM_Branch	2
EX_MEM_mux1_out	5
EX_MEM_pc_add_out	32
EX_MEM_JR	1
EX_MEM_MemWrite	1
EX_MEM_instr26	26
-- power breakdown --
group / switching [mW] / internal (mW)
sequential: 0.0924 / 8.54
clock: 3.08 / 5.03
combinational: 0.223 / 0.966
-- final cells by class --
cell class | count | area (sq um)
antenna | 1 | 2.50
clock buffer | 35 | 701
clock inverter | 4 | 47.5
fill | 2401 | 16000
sequential | 203 | 4110
tap | 324 | 405
timing repair buffer | 406 | 3100
-- placed cells by master (no fill, tap or decap) --
cell	Yosys	routed
dfxtp_1	203	164
dfxtp_2	0	39
clkdlybuf4s50_1	0	203
diode_2	0	1
clkinv_2	0	2
clkbuf_1	0	4
clkbuf_8	0	8
buf_6	0	8
clkbuf_16	0	23
buf_2	0	195
bufinv_16	0	1
clkinvlp_4	0	1
-- through the flow --
| stage | worst slack (ps) | instances | hold WS [ps] |
|---|---|---|---|
| 6_report | -126 | 973 | 130 |
| 3_5_place_dp | -39.4 | 933 | 652 |
| 3_3_place_gp | -25.9 | 933 | 649 |
| 2_1_floorplan | 538 | 203 | 228 |
| 4_1_cts | -173 | 972 | 105 |
| 5_1_grt | -170 | 972 | 106 |
-- worst paths after layout --
check	slack (ps)	to	start
setup / recovery	-130	EX_MEM_instr26[21]	EX_MEM_instr26[21]$_DFF_P_
hold / removal	130	EX_MEM_pc_add_out[2]$_DFF_P_	ID_EX_pc_add_out[2]
No activity file was given, so power comes from the tool's default toggle rates.
