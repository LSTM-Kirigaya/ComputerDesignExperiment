==> /design/flow/design.v <==
module ID_EX (
    clock, 
    reset,
    LS_bit,
    RegDst, 
    Branch, 
    MemtoReg, 
    ALUOp, 
    MemWrite, 
    ALUSrc, 
    RegWrite, 
    Jump, 
    Ext_op,
    PctoReg,
    JR,
    IF_ID_pc_add_out, 
    regfile_out1, 
    regfile_out2, 
    instr26,
    ID_EX_LS_bit,
    ID_EX_RegDst,   
    ID_EX_Branch,
    ID_EX_MemtoReg,
    ID_EX_ALUOp,
    ID_EX_MemWrite,
    ID_EX_ALUSrc,
    ID_EX_RegWrite,
    ID_EX_Jump,
    ID_EX_Ext_op,
    ID_EX_PctoReg,
    ID_EX_JR,
    ID_EX_regfile_out1,    
    ID_EX_regfile_out2,
    ID_EX_pc_add_out,
    ID_EX_instr26
    );
    input          clock;
    input          reset;
    input       [ 1: 0] LS_bit;
    input               RegDst;   
    input       [ 1: 0] Branch;
    input               MemtoReg;
    input       [ 3: 0] ALUOp;
    input               MemWrite;
    input               ALUSrc;
    input               RegWrite;
    input               Jump;
    input               Ext_op;
    input               PctoReg;
    input               JR;
    input       [31: 0] regfile_out1;         
    input       [31: 0] regfile_out2;
    input       [31: 0] IF_ID_pc_add_out;     
    input       [25: 0] instr26;              
    output reg  [ 1: 0] ID_EX_LS_bit;  
    output reg          ID_EX_RegDst;  
    output reg  [ 1: 0] ID_EX_Branch;  
    output reg          ID_EX_MemtoReg;
    output reg  [ 3: 0] ID_EX_ALUOp;
    output reg          ID_EX_MemWrite;
    output reg          ID_EX_ALUSrc;
    output reg          ID_EX_RegWrite;
    output reg          ID_EX_Jump;
    output reg          ID_EX_Ext_op;
    output reg          ID_EX_PctoReg;
    output reg          ID_EX_JR;
    output reg  [31: 0] ID_EX_regfile_out1;
    output reg  [31: 0] ID_EX_regfile_out2;
    output reg  [31: 0] ID_EX_pc_add_out;
    output reg  [25: 0] ID_EX_instr26;     
    always @(posedge clock) begin
        ID_EX_LS_bit            <=  LS_bit;
        ID_EX_RegDst            <=  RegDst;
        ID_EX_Branch            <=  Branch;
        ID_EX_MemtoReg          <=  MemtoReg;
        ID_EX_ALUOp             <=  ALUOp;
        ID_EX_MemWrite          <=  MemWrite;
        ID_EX_ALUSrc            <=  ALUSrc;
        ID_EX_RegWrite          <=  RegWrite;
        ID_EX_Jump              <=  Jump;
        ID_EX_Ext_op            <=  Ext_op;
        ID_EX_PctoReg           <=  PctoReg;
        ID_EX_JR                <=  JR;
        ID_EX_regfile_out1      <=  regfile_out1;
        ID_EX_regfile_out2      <=  regfile_out2;
        ID_EX_pc_add_out        <=  IF_ID_pc_add_out;
        ID_EX_instr26           <=  instr26;
    end
endmodule  
==> /design/flow/run.sh <==
#!/bin/bash
# OpenROAD 26Q1-2900-gdf79404cd8, Yosys 0.63+post, stock flow scripts
make -C /OpenROAD-flow-scripts/flow DESIGN_CONFIG=/design/flow/config.mk WORK_HOME=/design/flow/orfs finish
==> /design/flow/config.mk <==
export PLATFORM = sky130hd
export DESIGN_NAME = ID_EX
export DESIGN_NICKNAME = ID_EX
export VERILOG_FILES = /design/flow/design.v
export SDC_FILE = /design/flow/constraint.sdc
export NUM_CORES = 4
export LEC_CHECK = 1
export CORE_AREA = 10 10 140 140
export DIE_AREA = 0 0 150 150
==> /design/flow/constraint.sdc <==
current_design ID_EX

set clk_period 1.0
set clk_io_pct 0.2

create_clock -name clk0 -period $clk_period [get_ports {clock}]

set non_clock_inputs [all_inputs -no_clocks]
set_input_delay [expr $clk_period * $clk_io_pct] -clock clk0 $non_clock_inputs
set_output_delay [expr $clk_period * $clk_io_pct] -clock clk0 [all_outputs]
==> flow_summary.yaml <==
# physical design summary
layout:
  fill_cells: 1658
  logic_area_sq_um: 0
  logic_gates: 0
  area_growth_pct: 107.4
  design_area_sq_um: 5771
  most-common-layout-cells: "139 x clkdlybuf4s50_1, 139 x buf_2, 127 x dfxtp_1, 17 x clkbuf_16, 12 x dfxtp_2"
  drive_above_1_share_pct: 40.63
worst_setup_path:
  worst_ep_required_time_ns: 0.80
  critPathMaxFanout: 1
  path_buffers: 1
  worstPathCellList: "buf_2"
  cpPeakStageDelay_ns: 0.32
  critical_path_arrival_ns: 0.84
  cpMaxStageDelayCell: "dfxtp_2"
  crit_path_end_kind: "output port"
  critPathLaunchType: "flip-flop"
  critPathKind: "reg2out"
  cpLargestDelayFamily: "flip-flops"
floorplanning:
  die-area_sq_um: 22500
  dieWidth_um: 150
  floorplan.core_util_pct: 16.78
  coreArea_sq_um: 16580
  ios: 280
  placementRows: 47
  die_height_um: 150
routing:
  first_pass_iters: 4
  routed_via_density: 3.091
  via_count: 2065
  ant_nets: 0
  routedWlPerCell_um: 14.76
  n_antenna_cell: 0
  drc: 0
  wl_um: 9860
  drtIter0Drc: 42
hold_path:
  min_to: "ID_EX_pc_add_out[13]$_DFF_P_"
  worst_hold_path_type: "in2reg"
  min_path_cells: 1
  hold_start: "IF_ID_pc_add_out[13]"
grt:
  grt_pass1_vias: 2225
  grt_start_max_net_pins: 17
  overflow: 0
  grt_pass1_wl_um: 13900
  antenna_found_initial: 0
  grtUsageTotal_pct: 8.120
final_timing:
  fin_crit_sh_pct: 104.0
  period_needed_ns: 1.040
  worst_slack_ns: -0.03997
  fmax_mhz: 961.6
  finalSetupViolCount: 69
  hold_violations: 0
  rsz0062_at_grt: "yes"
  slew_viol_final: 0
  slew_headroom_pct: 88.37
  worstMarginPinSlew_ns: 0.1744
cts:
  clockBufferDepth: 2
  cts_root_buf: "clkbuf_16"
  cts.reportedPaths.clkPinSlew_ns: 0.06
  cts-htree-levels: 4
  cts_tree: "yes"
  cts_sinks: 139
  cts_buffers: 17
yosys:
  ys_seq_share_pct: 100.0
  ys_cells: 139
  numSynthFlops: 139
  yosysWarnings: 1
  syn_inst: 139
  syn-cell-area_sq_um: 2783
  synth-area-yosys_sq_um: 2783
  avgSynthCellArea_sq_um: 20.02
  synth_cell_types: 1
pwr:
  ir_drop_uv: 1140
  power_leakage_nw: 2.559
  power_density_nw_per_um2: 2268
placement:
  hpwl_um: 7976
  post-place-ws_ns: 0.006447
  dpl_cell_area_sq_um: 5841
  port_buffers: 278
  gp_congestion: 0.7550
flow_run:
  tool_warnings: 28
  max_cap_viol_count: 0
run_status:
  status: "finished, violations left"
  failed_checks: "setup timing"
[worst max path at each step]
stage                           start              end  slack (ns)  cells past startpoint
finish        ID_EX_LS_bit[1]$_DFF_P_  ID_EX_LS_bit[1]       -0.04                      1
global route  ID_EX_LS_bit[1]$_DFF_P_  ID_EX_LS_bit[1]       -0.09                      1
CTS           ID_EX_LS_bit[1]$_DFF_P_  ID_EX_LS_bit[1]       -0.06                      1
[what timing repair did]
action / 4_1_cts / 5_1_grt
resized: 443 / 6
endpoints found under the hold margin: 0 / 0
endpoints found under the setup margin: 139 / 139
buffers inserted: 0 / 0
hold buffers: 0 / 0
[kinds of logic after synthesis]
group and synth area share (%):
flops 100.0
[sequential cells by signal (all words and copies together), names as in the netlist, 2 cells and up]
register / flops
ID_EX_pc_add_out: 32
ID_EX_ALUOp: 4
ID_EX_instr26: 26
ID_EX_Branch: 2
ID_EX_regfile_out2: 32
ID_EX_LS_bit: 2
ID_EX_regfile_out1: 32
[where the power goes]
part	internal, mW	leakage (nW)	switching, mW
sequential	5.84	1.17	0.0579
combinational	0.646	1.09	0.126
clock	3.98	0.295	2.44
[through the flow]
stage	power, mW	util [%]	hold WS, ns	instances	TNS [ns]
after floorplan	5.949	-	0.2277	139	0
after global placement	7.091	35.22	0.6501	637	0
after detailed placement	7.097	35.22	0.6516	637	0
after CTS	13.32	34.75	0.2067	668	-4.553
after global routing	13.66	34.80	0.2024	668	-7.085
final	13.09	34.80	0.2305	668	-0.4971
[cells in the mapped netlist]
master   count  share of area (%)
dfxtp_1    139                100
[metal layers]
metal,vias up,GRT usage [%],share of wire [%]
met5,-,0,0
met2,121,14.99,55
met4,0,1.555,1.8
met3,7,4.261,12
met1,910,7.848,31
li1,1027,-,-
[final cells by class]
| type | count | area (sq um) | share of cell area [%] |
|---|---|---|---|
| Clock buffer | 17 | 425.4 | 7.372 |
| Clock inverter | 14 | 185.2 | 3.209 |
| Sequential cell | 139 | 2798 | 48.48 |
| Tap cell | 220 | 275.3 | 4.770 |
| Timing Repair Buffer | 278 | 2087 | 36.17 |
Power figures rest on the tool's default switching activity, not on a simulated workload.
